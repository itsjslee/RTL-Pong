==> design/flow/design.v <==
module ball (
    input wire clk,
    input wire reset,
    input wire [9:0] x_pos,
    input wire [9:0] y_pos,
    input wire [9:0] paddle1_y,
    input wire [9:0] paddle2_y,
    input wire [9:0] paddle_height,
    output reg [9:0] ball_x,
    output reg [9:0] ball_y,
    output reg [1:0] ball_direction,
    output reg pixel_state
);
parameter BALL_SPEED = 1;
parameter SCREEN_WIDTH = 640;
parameter SCREEN_HEIGHT = 480;
parameter BALL_SIZE = 4;
always @(posedge clk or posedge reset) begin
    if (reset) begin
        ball_x <= SCREEN_WIDTH / 2;
        ball_y <= SCREEN_HEIGHT / 2;
        ball_direction <= 2'b10;   
    end else begin
        ball_x <= ball_x + BALL_SPEED;
        ball_y <= ball_y + BALL_SPEED;
    end
end
always @(*) begin
    pixel_state = (x_pos >= ball_x && x_pos < ball_x + BALL_SIZE &&
                   y_pos >= ball_y && y_pos < ball_y + BALL_SIZE);
end
endmodule
module hex_decoder (
    input wire [3:0] bin,
    output reg [6:0] hex
);
    always @(*) begin
        case (bin)
            4'd0: hex = 7'b1000000;
            4'd1: hex = 7'b1111001;
            4'd2: hex = 7'b0100100;
            4'd3: hex = 7'b0110000;
            4'd4: hex = 7'b0011001;
            4'd5: hex = 7'b0010010;
            4'd6: hex = 7'b0000010;
            4'd7: hex = 7'b1111000;
            4'd8: hex = 7'b0000000;
            4'd9: hex = 7'b0010000;
            default: hex = 7'b1111111;  
        endcase
    end
endmodule
 module movement (
    input wire clk,
    input wire reset,
    input wire p1_up,
    input wire p1_down,
    input wire p2_up,
    input wire p2_down,
    input wire [9:0] x_pos,      
    input wire [9:0] y_pos,      
    output wire [9:0] paddle1_y,
    output wire [9:0] paddle2_y,
    output wire [9:0] ball_x,
    output wire [9:0] ball_y,
    output wire [1:0] ball_direction,
    output wire [3:0] p1_score,
    output wire [3:0] p2_score,
    output wire ball_pixel       
);
    reg [19:0] clk_div;
    wire slow_clk = clk_div[19];  
    always @(posedge clk or posedge reset) begin
        if (reset) clk_div <= 0;
        else clk_div <= clk_div + 1;
    end
    localparam PADDLE_HEIGHT = 60;
    player player_module (
        .clk(slow_clk),
        .reset(reset),
        .p1_up(p1_up),
        .p1_down(p1_down),
        .p2_up(p2_up),
        .p2_down(p2_down),
        .paddle1_y(paddle1_y),
        .paddle2_y(paddle2_y)
    );
    ball ball_module (
        .clk(slow_clk),
        .reset(reset),
        .x_pos(x_pos),
        .y_pos(y_pos),
        .paddle1_y(paddle1_y),
        .paddle2_y(paddle2_y),
        .paddle_height(PADDLE_HEIGHT),
        .ball_x(ball_x),
        .ball_y(ball_y),
        .ball_direction(ball_direction),
        .pixel_state(ball_pixel)
    );
    score score_module (
        .clk(slow_clk),
        .reset(reset),
        .ball_x(ball_x),
        .ball_direction(ball_direction),
        .p1_score(p1_score),
        .p2_score(p2_score)
    );
endmodule
module paddle (
    input wire clk,
    input wire rst,
    input wire move_up,
    input wire move_down,
    output reg [9:0] paddle_y    
);
    parameter SCREEN_HEIGHT = 480;
    parameter PADDLE_HEIGHT = 60;
    parameter PADDLE_SPEED = 4;
    always @(posedge clk or posedge rst) begin
        if (rst) begin
            paddle_y <= (SCREEN_HEIGHT - PADDLE_HEIGHT) / 2;
        end else begin
            if (move_up && paddle_y > 0)
                paddle_y <= paddle_y - PADDLE_SPEED;
            else if (move_down && paddle_y < (SCREEN_HEIGHT - PADDLE_HEIGHT))
                paddle_y <= paddle_y + PADDLE_SPEED;
        end
    end
endmodule
module player (
    input wire clk,
    input wire reset,
    input wire p1_up,
    input wire p1_down,
    input wire p2_up,
    input wire p2_down,
    output wire [9:0] paddle1_y,
    output wire [9:0] paddle2_y
);
    paddle paddle1 (
        .clk(clk),
        .rst(reset),
        .move_up(p1_up),
        .move_down(p1_down),
        .paddle_y(paddle1_y)
    );
    paddle paddle2 (
        .clk(clk),
        .rst(reset),
        .move_up(p2_up),
        .move_down(p2_down),
        .paddle_y(paddle2_y)
    );
endmodule
module pong (
    input wire CLOCK_50,
    input wire [3:0] KEY,
    input wire [9:0] SW,
    output wire [6:0] HEX0,
    output wire [6:0] HEX1,
    output wire [9:0] LEDR
);
    wire clk = CLOCK_50;
    wire reset = ~KEY[0];      
    wire p1_up = ~KEY[1];
    wire p1_down = ~KEY[2];
    wire p2_up = ~KEY[3];
    wire p2_down = SW[0];      
    wire [9:0] x_pos = 10'd0;  
    wire [9:0] y_pos = 10'd0;
    wire [9:0] ball_x, ball_y;
    wire [9:0] paddle1_y, paddle2_y;
    wire [1:0] ball_direction;
    wire ball_pixel;
    wire [3:0] p1_score;
    wire [3:0] p2_score;
    movement game_core (
        .clk(clk),
        .reset(reset),
        .p1_up(p1_up),
        .p1_down(p1_down),
        .p2_up(p2_up),
        .p2_down(p2_down),
        .x_pos(x_pos),
        .y_pos(y_pos),
        .paddle1_y(paddle1_y),
        .paddle2_y(paddle2_y),
        .ball_x(ball_x),
        .ball_y(ball_y),
        .ball_direction(ball_direction),
        .p1_score(p1_score),
        .p2_score(p2_score),
        .ball_pixel(ball_pixel)
    );
    assign LEDR[0] = ball_pixel;
    hex_decoder hex0 (.bin(p1_score), .hex(HEX0));
    hex_decoder hex1 (.bin(p2_score), .hex(HEX1));
endmodule
module score (
    input wire clk,
    input wire reset,
    input wire [9:0] ball_x,
    input wire [1:0] ball_direction,  
    output reg [3:0] p1_score,  
    output reg [3:0] p2_score
);
    parameter SCREEN_WIDTH = 640;
    parameter BALL_SIZE = 10;
    reg scored;
    always @(posedge clk or posedge reset) begin
        if (reset) begin
            p1_score <= 0;
            p2_score <= 0;
            scored <= 0;
        end else begin
            if (!scored) begin
                if (ball_x <= 0) begin  
                    if (p2_score < 9)
                        p2_score <= p2_score + 1;
                    scored <= 1;
                end else if (ball_x >= SCREEN_WIDTH - BALL_SIZE) begin  
                    if (p1_score < 9)
                        p1_score <= p1_score + 1;
                    scored <= 1;
                end
            end else begin
                if (ball_x > 100 && ball_x < SCREEN_WIDTH - 100)
                    scored <= 0;
            end
        end
    end
endmodule
==> design/flow/run.sh <==
#!/bin/bash
# OpenROAD 26Q1-2900-gdf79404cd8, Yosys 0.63+post, stock flow scripts
make -C /OpenROAD-flow-scripts/flow DESIGN_CONFIG=/design/flow/config.mk WORK_HOME=/design/flow/orfs finish
==> design/flow/config.mk <==
export PLATFORM = sky130hd
export DESIGN_NAME = pong
export DESIGN_NICKNAME = pong
export VERILOG_FILES = /design/flow/design.v
export SDC_FILE = /design/flow/constraint.sdc
export NUM_CORES = 4
export LEC_CHECK = 1
export CORE_UTILIZATION = 40
==> design/flow/constraint.sdc <==
current_design pong

set clk_period 3.7
set clk_io_pct 0.2

create_clock -name clk0 -period $clk_period [get_ports {CLOCK_50}]

set non_clock_inputs [all_inputs -no_clocks]
set_input_delay [expr $clk_period * $clk_io_pct] -clock clk0 $non_clock_inputs
set_output_delay [expr $clk_period * $clk_io_pct] -clock clk0 [all_outputs]
==> results.yml <==
# implementation run metrics
floorplan:
  io-pin-count: 39
  std_cell_rows: 30
  chip_area_mm2: 0.00728
  coreArea_mm2: 0.00676
  floorplan.die.width_um: 85.3
  die_y_um: 85.3
  core_util_floorplan: 0.411
routing:
  detail_route.drc_violations: 0
  vias_per_cell: 4.90
  drtPass1Iterations: 4
  routed-via-count: 1799
  drt-total-wl_um: 4060
  initialDrtViolationCount: 66
  wl_per_cell_um: 11.1
  antenna_cells_inserted: 0
  ant_nets: 0
synth:
  synth_sequential_area_ratio: 0.444
  avgSynthCellArea_um2: 9.99
  post_synth_main_area_contributors: "dfrtp_1 39%, xnor2_1 10%, ha_1 9.9%"
  post-synth-top-area-fraction: 0.387
  ys.flop_type: "dfrtp_1"
  synth.cell_area_mm2: 0.00278
  post_synth_num_cell_types: 40
  synthesis.yosys.warnings: 15
  synthesis.instances: 278
  yosys_register_bits: 49
  yosys-stat-cells: 278
  number_of_synthesized_flops_with_an_enable_pin: 0
  most_numerous_cell_in_the_yosys_netlist: "dfrtp_1"
  synth-async-reset-ratio: 1.00
  cell_taking_the_most_area_after_synthesis: "dfrtp_1"
  chip_area_from_the_yosys_synthesis_statistics_mm2: 0.00278
  top_cells_by_count: "43 x dfrtp_1, 32 x xnor2_1, 22 x ha_1"
timing:
  worst_pin_slew_ns: 0.616
  final.min_clock_period_ns: 1.48
  setup_tns_ns: 0
  min_period_over_period: 0.399
  slew_headroom: 0.589
  finalSetupViolations: 0
  unclocked_regs: 29
  number_of_unconstrained_endpoints: 44
  max_clock_freq_mhz: 678
  final_hold_viols: 0
  rsz0062_at_grt: "no"
  final.setup_skew_ns: 0.00264
  finalMaxSlewViolations: 0
layout:
  flow.area_growth_from_synthesis_pct: 8.24
  stdcell_area_mm2: 0.00301
  final-seq-area_mm2: 0.00123
  drive_gt1_frac: 0.0697
  final-instance-count-excl-fill: 367
  fillers: 643
  final-comb-area_mm2: 0.00139
cts:
  worstSkewPairLatency_ns: 0.25
  cts.repair_timing.setup_buffer_count: 0
  ctsHtreeMaxLevel: 1
  cts_buffer_depth: 2
  cts_made_buffers: 3
  cts_tree: "built"
  clock_tree.root_cell: "clkbuf_8"
  post_cts.resized_instances: 0
  postCtsHoldBufs: 0
  clkSlewWorstSetupHoldPaths_ns: 0.07
global_routing:
  globalRouteTotalUtil: 0.128
  grt_first_pass_wirelength_um: 7510
  maximum_number_of_pins_on_one_net_before_global_route_repair: 30
  number_of_antenna_violations_at_the_first_check_in_global_routing: 0
  grt_overflow_total: 0
  first_global_vias: 1705
placed_design:
  placed_cells_incl_taps: 364
  detailed_place_hpwl_um: 3040
  gp_routability_congestion: 0.833
  detailed_place.area_mm2: 0.00297
  placement.io_buffers: 16
critical_path:
  worstSetupPathType: "flop to flop"
  worst_ep_arrival_time_ns: 1.61
  timing.critical_path.required_ns: 3.83
  startpoint_class: "flop"
  cp-end-kind: "flop"
  worst-path-max-fanout: 7
  r2r.worst_path.cells: 4
run:
  openroad.warnings: 53
  cap_viol_max_count: 0
power:
  p_leak_nw: 1.33
  pwr_density_cell_mw_per_mm2: 121
  max-vdd-ir-drop_mv: 0.203
min_path:
  worst_hold_path_type: "flop to flop"
  worstHoldPathCells: 1
run_status:
  outcome: "complete, no violations"
[report_power, final]
part | internal (mW) | switching [mW] | total [mW]
Sequential | 0.219 | 0 | 0.219
Combinational | 0.00106 | 0.00990 | 0.0110
Clock | 0.0722 | 0.0608 | 0.133
Total | 0.292 | 0.0707 | 0.363
[cell usage in the layout (no fill, tap or decap), types with 3 or more instances in the layout]
master	netlist	final
xor2_1	6	6
clkdlybuf4s50_1	0	15
o21ai_0	13	13
and3_1	6	6
clkbuf_8	0	3
nand3_1	19	19
nand2b_1	3	3
inv_1	20	20
and4_1	4	4
nor3_1	4	4
ha_1	22	22
dfrtp_1	43	43
nand4_1	8	8
xnor2_1	32	32
nor2_1	14	14
dfstp_2	6	6
a21oi_1	13	13
nand2_1	19	19
conb_1	1	9
[state kept, by name, indices dropped and copies added, names as in the netlist]
| name | cells |
|---|---|
| game_core.ball_module.ball_y | 10 |
| game_core.ball_module.ball_x | 10 |
| game_core.score_module.p2_score | 4 |
| game_core.score_module.p1_score | 4 |
| game_core.clk_div | 20 |
| game_core.score_module.scored | 1 |
[cells by family after synthesis]
kind of cell | after synthesis | share of synthesized area
muxes | 2 | 0.00766
AOI/OAI and AO/OA | 38 | 0.0914
DFF | 49 | 0.444
xor gates and xnor gates | 38 | 0.120
buffers and inverters | 40 | 0.0676
other | 1 | 0.00135
and+or+nand+nor | 88 | 0.169
adders and majority gates | 22 | 0.0991
[path summary, 6_finish.rpt]
path	startpoint	endpoint	slack, ns
min reg2reg	game_core.clk_div[16]	game_core.clk_div[16]	0.46
max	game_core.clk_div[2]	game_core.clk_div[13]	2.23
max reg2reg	game_core.clk_div[2]	game_core.clk_div[13]	2.23
min in group asynchronous	KEY[0]	game_core.clk_div[3]	0.51
min	game_core.clk_div[16]	game_core.clk_div[16]	0.46
max in group asynchronous	KEY[0]	game_core.clk_div[8]	2.50
[layout make-up]
type / count / share of cell area
Clock buffer: 3 / 0.0137
Inverter: 20 / 0.0250
Tap cell: 80 / 0.0333
Sequential cell: 49 / 0.410
Timing Repair Buffer: 18 / 0.0566
Multi-Input combinational cell: 197 / 0.461
[critical path, stage by stage (launching register included)]
cell     delay, ns
dfrtp_1       0.42
and4_1        0.25
and4_1        0.39
nand4_1       0.16
xnor2_1       0.15
[layer usage]
layer	up-vias	part of all wire	GRT usage
met4	0	0.0039	0.0106
met5	-	0	0
met1	835	0.51	0.197
li1	938	-	-
met3	2	0.012	0.00592
met2	24	0.47	0.219
[stage by stage]
stage | hold WS [ns] | utilization | setup WS [ns] | power, mW
6_report | 0.464 | 0.445 | 2.23 | 0.363
5_1_grt | 0.485 | 0.445 | 2.10 | 0.380
4_1_cts | 0.469 | 0.445 | 2.23 | 0.371
3_5_place_dp | 0.455 | 0.439 | 2.14 | 0.235
3_3_place_gp | 0.451 | 0.439 | 2.15 | 0.235
2_1_floorplan | 0.438 | - | 2.33 | 0.230
No activity file was given, so power comes from the tool's default toggle rates.
